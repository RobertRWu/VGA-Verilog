### flow/design.v
`timescale 1ns / 1ps
module VGA_char(
    input rst,
    input [2:0] h_index,
    input [3:0] v_index,
    input [4:0] a_index, 
    output reg point
    );
    reg [127:0] font_rom[16:0];
    wire [127:0] character;
    always @(posedge rst)
    begin
        if(rst) begin
            font_rom[0]  = {8'h00, 8'h00, 8'h3E, 8'h63, 8'h63, 8'h63, 8'h6B, 8'h6B, 8'h63, 8'h63, 8'h63, 8'h3E, 8'h00, 8'h00, 8'h00, 8'h00};  
            font_rom[1]  = {8'h00, 8'h00, 8'h0C, 8'h1C, 8'h3C, 8'h0C, 8'h0C, 8'h0C, 8'h0C, 8'h0C, 8'h0C, 8'h3F, 8'h00, 8'h00, 8'h00, 8'h00};  
            font_rom[2]  = {8'h00, 8'h00, 8'h3E, 8'h63, 8'h03, 8'h06, 8'h0C, 8'h18, 8'h30, 8'h61, 8'h63, 8'h7F, 8'h00, 8'h00, 8'h00, 8'h00};  
            font_rom[3]  = {8'h00, 8'h00, 8'h3E, 8'h63, 8'h03, 8'h03, 8'h1E, 8'h03, 8'h03, 8'h03, 8'h63, 8'h3E, 8'h00, 8'h00, 8'h00, 8'h00};  
            font_rom[4]  = {8'h00, 8'h00, 8'h06, 8'h0E, 8'h1E, 8'h36, 8'h66, 8'h66, 8'h7F, 8'h06, 8'h06, 8'h0F, 8'h00, 8'h00, 8'h00, 8'h00};  
            font_rom[5]  = {8'h00, 8'h00, 8'h7F, 8'h60, 8'h60, 8'h60, 8'h7E, 8'h03, 8'h03, 8'h63, 8'h73, 8'h3E, 8'h00, 8'h00, 8'h00, 8'h00};  
            font_rom[6]  = {8'h00, 8'h00, 8'h1C, 8'h30, 8'h60, 8'h60, 8'h7E, 8'h63, 8'h63, 8'h63, 8'h63, 8'h3E, 8'h00, 8'h00, 8'h00, 8'h00};  
            font_rom[7]  = {8'h00, 8'h00, 8'h7F, 8'h63, 8'h03, 8'h06, 8'h06, 8'h0C, 8'h0C, 8'h18, 8'h18, 8'h18, 8'h00, 8'h00, 8'h00, 8'h00};  
            font_rom[8]  = {8'h00, 8'h00, 8'h3E, 8'h63, 8'h63, 8'h63, 8'h3E, 8'h63, 8'h63, 8'h63, 8'h63, 8'h3E, 8'h00, 8'h00, 8'h00, 8'h00};  
            font_rom[9]  = {8'h00, 8'h00, 8'h3E, 8'h63, 8'h63, 8'h63, 8'h63, 8'h3F, 8'h03, 8'h03, 8'h06, 8'h3C, 8'h00, 8'h00, 8'h00, 8'h00};  
            font_rom[10] = {8'h00, 8'h00, 8'h08, 8'h1C, 8'h36, 8'h63, 8'h63, 8'h63, 8'h7F, 8'h63, 8'h63, 8'h63, 8'h00, 8'h00, 8'h00, 8'h00};  
            font_rom[11] = {8'h00, 8'h00, 8'h7E, 8'h33, 8'h33, 8'h33, 8'h3E, 8'h33, 8'h33, 8'h33, 8'h33, 8'h7E, 8'h00, 8'h00, 8'h00, 8'h00};  
            font_rom[12] = {8'h00, 8'h00, 8'h1E, 8'h33, 8'h61, 8'h60, 8'h60, 8'h60, 8'h60, 8'h61, 8'h33, 8'h1E, 8'h00, 8'h00, 8'h00, 8'h00};  
            font_rom[13] = {8'h00, 8'h00, 8'h7C, 8'h36, 8'h33, 8'h33, 8'h33, 8'h33, 8'h33, 8'h33, 8'h36, 8'h7C, 8'h00, 8'h00, 8'h00, 8'h00};  
            font_rom[14] = {8'h00, 8'h00, 8'h7F, 8'h33, 8'h31, 8'h34, 8'h3C, 8'h34, 8'h30, 8'h31, 8'h33, 8'h7F, 8'h00, 8'h00, 8'h00, 8'h00};  
            font_rom[15] = {8'h00, 8'h00, 8'h7F, 8'h33, 8'h31, 8'h34, 8'h3C, 8'h34, 8'h30, 8'h30, 8'h30, 8'h78, 8'h00, 8'h00, 8'h00, 8'h00};  
            font_rom[16] = {8'h00, 8'h00, 8'h00, 8'h00, 8'h00, 8'h00, 8'h00, 8'h00, 8'h00, 8'h00, 8'h00, 8'h00, 8'h00, 8'h00, 8'h00, 8'h00};  
        end
    end
    assign character = font_rom[a_index];    
    always @(*)
    begin
        point <= character[127 - (8*v_index + h_index)]; 
    end
endmodule
`timescale 1ns / 1ps
module VGA_control(
    input clk_25m,
    input rst,
    output reg [9:0] h_count,
    output reg [9:0] v_count
    );
	parameter H_FRONT = 16;                                
    parameter H_SYNC = 96;                                
    parameter H_BACK = 48;                                 
    parameter H_ACT = 640;                                 
    parameter H_TOTAL = H_FRONT+H_SYNC+H_BACK+H_ACT;       
    parameter V_FRONT = 11;                                 
    parameter V_SYNC = 2;                                  
    parameter V_BACK = 31;                                 
    parameter V_ACT = 480;                                 
    parameter V_TOTAL = V_FRONT+V_SYNC+V_BACK+V_ACT;       
    always @(posedge clk_25m or posedge rst)
    begin
        if(rst)
            h_count <= 0;
        else begin
            if(h_count < H_TOTAL - 1)
                h_count <= h_count + 1;
            else
                h_count <= 0;
        end
    end
    always @(posedge clk_25m or posedge rst)
    begin
        if(rst)
            v_count <= 0;
        else if(h_count == H_TOTAL - 1) begin
            if(v_count < V_TOTAL - 1)
                v_count <= v_count + 1;
            else
                v_count <= 0;
        end
    end
endmodule
`timescale 1ns / 1ps
module vga_display(
    input clk_25m,
	input rst,
    input [159:0] data,
    output h_sync_s,
    output v_sync_s,
    output reg [3:0] R,
    output reg [3:0] G,
    output reg [3:0] B
    );
	parameter H_FRONT = 16;                                
	parameter H_SYNC = 96;                                 
	parameter H_BACK = 48;                                 
	parameter H_ACT = 640;                                 
    parameter H_TOTAL = H_FRONT+H_SYNC+H_BACK+H_ACT;       
	parameter V_FRONT = 10;                                
	parameter V_SYNC = 2;                                  
	parameter V_BACK = 33;                                 
	parameter V_ACT = 480;                                 
	parameter V_TOTAL = V_FRONT+V_SYNC+V_BACK+V_ACT;       
    parameter TEXT_X1 = 88;
    parameter TEXT_Y1 = 170;
    parameter TEXT_X2 = 216;
    parameter TEXT_Y2 = 330;
    parameter TEXT_XL = (TEXT_X2 - TEXT_X1);
    parameter TEXT_YL = (TEXT_Y2 - TEXT_Y1);
	wire [9:0] h_count;
	wire [9:0] v_count;
	wire ena_h;
	wire ena_v; 
	wire ena;
	VGA_control VGA_controller(
        .clk_25m(clk_25m), 
        .rst(rst), 
        .h_count(h_count), 
        .v_count(v_count)
    );
    assign ena_h = ((h_count >= H_SYNC + H_BACK) && (h_count < H_TOTAL - H_FRONT)) ? 1 : 0;
    assign ena_v = ((v_count >= V_SYNC + V_BACK) && (v_count < V_TOTAL - V_FRONT)) ? 1 : 0; 
    assign ena = (ena_h && ena_v) ? 1 : 0;
    assign h_sync_s = (h_count < H_SYNC) ? 0 : 1;       
    assign v_sync_s = (v_count < V_SYNC) ? 0 : 1;      
    wire [10:0] text_h;
    wire [10:0] text_v;
    assign text_h = ((h_count >= H_SYNC + H_BACK + TEXT_X1) && (h_count < H_SYNC + H_BACK + TEXT_X2)) ? 
                     (h_count - H_SYNC - H_BACK - TEXT_X1) : TEXT_XL; 
    assign text_v = ((v_count >= V_SYNC + V_BACK + TEXT_Y1) && (v_count < V_SYNC + V_BACK + TEXT_Y2)) ? 
                     (v_count - V_SYNC - V_BACK - TEXT_Y1) : TEXT_YL;
    wire [5:0] dcnt;
    assign dcnt = ((h_count >= H_SYNC + H_BACK + TEXT_X1) && (h_count < H_SYNC + H_BACK + TEXT_X2) 
                   && (v_count >= V_SYNC + V_BACK + TEXT_Y1) && (v_count < V_SYNC + V_BACK + TEXT_Y2)) ?
                  ((((v_count - V_SYNC - V_BACK - TEXT_Y1) >> 5) << 3) + ((h_count - H_SYNC - H_BACK - TEXT_X1) >> 4)): 0;
    wire [2:0] h_index; 
    wire[3:0] v_index;
    assign h_index = ((h_count >= H_SYNC + H_BACK + TEXT_X1) && (h_count < H_SYNC + H_BACK + TEXT_X2)) ? 
                     (((h_count - H_SYNC - H_BACK - TEXT_X1) & 4'b1111) >> 1) : 0;
    assign v_index = ((v_count >= V_SYNC + V_BACK + TEXT_Y1) && (v_count < V_SYNC + V_BACK + TEXT_Y2)) ? 
                     (((v_count - V_SYNC - V_BACK - TEXT_Y1) & 5'b11111) >> 1) : 0;
    wire point;
    VGA_char vga_char(
        .rst(rst),
        .h_index(h_index), 
        .v_index(v_index), 
        .a_index(data[((((dcnt >> 'd3) + 'd1) << 'd5) - (((dcnt & 'b111) << 'd2) + 1)) -: 4]), 
        .point(point)
    );
    always @(*)
    begin
        if(ena) begin
            if (text_h < TEXT_XL && text_v < TEXT_YL) begin
                if(point) begin
                    R <= 4'hf; 
                    G <= 4'hf; 
                    B <= 4'hf;
                end
                else begin
                    R <= 0; 
                    G <= 0; 
                    B <= 0;
                end
            end
            else begin
                R <= 0; 
                G <= 0; 
                B <= 0;
            end
        end
        else begin
            R <= 2;
            G <= 2;  
            B <= 2;
        end
    end
endmodule
### flow/run.sh
#!/bin/bash
# OpenROAD 26Q1-2900-gdf79404cd8, Yosys 0.63+post, stock flow scripts
make -C /OpenROAD-flow-scripts/flow DESIGN_CONFIG=/design/flow/config.mk WORK_HOME=/design/flow/orfs finish
### flow/config.mk
export PLATFORM = sky130hd
export DESIGN_NAME = vga_display
export DESIGN_NICKNAME = vga_display
export VERILOG_FILES = /design/flow/design.v
export SDC_FILE = /design/flow/constraint.sdc
export NUM_CORES = 4
export LEC_CHECK = 1
export CORE_UTILIZATION = 30
### flow/constraint.sdc
current_design vga_display

set clk_period 11.3
set clk_io_pct 0.2

create_clock -name clk0 -period $clk_period [get_ports {clk_25m}]
create_clock -name clk1 -period $clk_period [get_ports {rst}]

set non_clock_inputs [all_inputs -no_clocks]
set_input_delay [expr $clk_period * $clk_io_pct] -clock clk0 $non_clock_inputs
set_output_delay [expr $clk_period * $clk_io_pct] -clock clk0 [all_outputs]
==> impl_metrics.yaml <==
# physical design summary
pwr:
  power_frac_clock: 0.536
  cellPowerDensity_mw_per_mm2: 41.8
  pwr-share-seq: 0.209
  total_power_mw: 0.337
  power.switching_mw: 0.102
  power_frac_comb: 0.255
  leakage_nw: 2.67
  ir_drop_v: 0.000129
  p_int_mw: 0.235
  switching_share: 0.304
setup_path:
  arrival_ps: 8320
  path_class: "flip-flop to output port"
  critPathLaunchType: "flip-flop"
  cp.required_ps: 9040
  critical_path.max_fanout: 21
  cp-end-kind: "output port"
floorplan:
  boundaryPins: 176
  initial_utilization: 0.308
  die_h_um: 144
  die_area_mm2: 0.0207
  rows: 51
  dieWidth_um: 144
  core_mm2: 0.0196
final_timing:
  tightest_slew_ps: 804
  setup_tns_ps: 0
  rsz0062_at_grt: "false"
  setup_viol: 0
  drv_slew: 0
  maxSlewHeadroom: 0.463
  skew_ps: 2.48
  hold_violations: 0
yosys:
  synth-edff-count: 0
  yosysCellCount: 847
  synth.area.top_cells: "dfrtp_1, nand2_1, mux2i_1"
  most_common_cell: "nand2_1"
  yosys.area.top_type: "dfrtp_1"
  synthArstFlopShare: 1.00
  syn-mean-instance-area_um2: 7.12
  synth_cell_types: 103
  common_cells: "nand2_1, nor2_1, clkbuf_1"
  ys.flops: 20
  synth_seq_share: 0.0829
  ys.flop_type: "dfrtp_1"
  syn_inst: 847
  synth_warnings: 5
  yosysTopAreaCellShare: 0.0829
  ys_area_mm2: 0.00603
  netlist_area_mm2: 0.00603
global_routing:
  grt_antenna_before_repair: 0
  grt_pass1_wl_mm: 41.1
  grt_max_degree: 41
  track_usage: 0.260
  grt_overflow_total: 0
  grt_pass1_vias: 7487
drt:
  routed_wl_mm: 26.6
  post-route-drc-count: 0
  wl_per_cell_um: 21.3
  num_vias: 7638
  insertedDiodeCount: 0
  drt_pass1_iterations: 5
  ant_nets: 0
  viasPerCell: 6.12
  dr.first_iter.drc_count: 785
place:
  hpwlAfterDp_mm: 20.0
  gp_congestion: 0.993
  portBuffers: 174
clocking:
  cts_setup_buffers: 0
  clk_pin_slew_ps: 50
  cts_tree: "built"
  hold_buffers: 0
  cts_resized: 0
run:
  maxCapViolCount: 0
  warnings: 53
cells_and_area:
  final_util: 0.412
  drive_above_1_share: 0.0895
  syn_to_final_growth_pct: 33.6
  fillers: 2035
status:
  status: "complete, no violations"
worst_hold_path:
  hp-class: "flip-flop to flip-flop"
worst max-delay path, cell delays in order, from the launching register on:
cell,delay (ps)
dfrtp_1,460
inv_1,190
ha_1,160
or4b_4,480
a211oi_4,310
nor2_1,180
nor3_2,530
nand3_1,170
ha_2,360
clkinv_1,220
o211ai_1,210
or3_1,560
nand2_1,340
a211oi_1,120
o21bai_1,220
o311a_2,620
nor2_2,580
buf_4,320
a211oi_1,90
nor4_2,230
a221oi_1,180
a2111oi_4,370
a21oi_2,110
a21oi_1,460
clkdlybuf4s50_1,580
power by group through the flow:
stage / logic, mW / clock network [mW] / registers [mW]
6_report: 0.0859 / 0.181 / 0.0703
5_1_grt: 0.0909 / 0.204 / 0.0702
4_1_cts: 0.0858 / 0.190 / 0.0702
placed cells by master (no fill, tap or decap), drive strengths merged, types with 8 or more instances in the layout:
cell             n
clkdlybuf4s50  174
nand2          100
nor2            76
o21ai           53
a21oi           44
inv             39
nand3           38
nor3            34
mux2i           33
a211oi          23
o211ai          22
dfrtp           20
buf             20
a31oi           16
xnor2           16
nor4            14
mux4            13
ha              12
o31ai           11
nand2b          10
and3            10
a21o            10
nand4            9
o22ai            8
nor2b            8
o221ai           8
a2111oi          8
a31o             8
o311ai           8
through the flow:
| step | hold WS (ps) | std cells | cell area, um2 | worst slack [ps] |
|---|---|---|---|---|
| after floorplan | 495 | 847 | 6030 | 2460 |
| after global placement | 565 | 1222 | 7840 | 1340 |
| after detailed placement | 557 | 1222 | 7840 | 1190 |
| after CTS | 565 | 1248 | 8060 | 908 |
| after global routing | 601 | 1248 | 8060 | 233 |
| final | 573 | 1248 | 8060 | 723 |
cells by family after synthesis:
family / Yosys count / share of synthesized area
and+or+nand+nor: 334 / 0.279
AOI/OAI and AO/OA: 296 / 0.362
buffers and inverters: 106 / 0.0858
muxes: 53 / 0.118
xor gates and xnor gates: 24 / 0.0419
DFF: 20 / 0.0829
adders and majority gates: 14 / 0.0299
cell type report:
class,count,area [um2],share of cell area
Multi-Input combinational cell,721,5030,0.624
Timing Repair Buffer,194,1890,0.235
Sequential cell,20,500,0.0621
Tap cell,265,332,0.0411
Clock buffer,6,150,0.0186
Clock inverter,21,80.1,0.00993
Inverter,21,78.8,0.00978
worst paths after layout:
path / from / to / slack, ps / cells after the start
setup / recovery: VGA_controller.h_count[4] / B[0] / 720 / 24
hold reg to reg: VGA_controller.h_count[0] / VGA_controller.h_count[0] / 570 / 1
min in group asynchronous: rst / VGA_controller.v_count[5] / 5420 / 3
max in group asynchronous: rst / VGA_controller.h_count[4] / 5780 / 3
setup reg to reg: VGA_controller.h_count[1] / VGA_controller.v_count[7] / 8920 / 8
hold / removal: VGA_controller.h_count[0] / VGA_controller.h_count[0] / 570 / 1
state kept, by name, summed over array words and instances, names as in the netlist:
register                count
VGA_controller.h_count     10
VGA_controller.v_count     10
layer usage:
metal  up-vias  GRT usage  routed length [um]
li1       3561          -                   -
met1      3601      0.356               11400
met2       402      0.413               12000
met3        74     0.0370                2200
met4         0     0.0985                 962
met5         -          0                   0
Power is estimated from default activity; no workload was simulated.
